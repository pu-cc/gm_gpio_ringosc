==> design.v <==
`timescale 1ns/1ps
module uart_tx #(
    parameter CLK_RATE   = 10000000,
    parameter BAUD_RATE  = 115200,
    parameter WORD_LEN   = 8,    
    parameter WORD_COUNT = 1,
    parameter PARITY     = "L",  
    parameter STOP       = 1     
)(
    input clk_i,
    input rst_i,
    input tx_start_i,
    input [(WORD_COUNT*WORD_LEN)-1:0] tx_data_i,
    output reg tx_done_o,
    output reg tx_busy_o,
    output reg tx_o
);
    localparam CLKDIV = CLK_RATE/BAUD_RATE;
    localparam S_IDLE   = 3'b000;
    localparam S_START  = 3'b001;
    localparam S_DATA   = 3'b010;
    localparam S_PARITY = 3'b011;
    localparam S_STOP   = 3'b100;
    reg [$clog2(CLKDIV)-1:0] div_counter_r;
    reg [2:0] tx_state_r;
    reg [WORD_LEN-1:0] tx_data_r;
    reg [3:0] tx_data_idx_r;
    reg tx_stop_r;
    reg [7:0] tx_word_count_r = 0;
    always @(posedge clk_i)
    begin
        if (rst_i) begin
            div_counter_r <= 0;
        end
        else if (div_counter_r < CLKDIV) begin
            div_counter_r <= div_counter_r + 1'b1;
        end
        else begin
            div_counter_r <= 0;
        end
    end
    always @(posedge clk_i)
    begin
        if (rst_i) begin
            tx_state_r <= S_IDLE;
            tx_data_idx_r <= 4'b0;
            tx_busy_o <= 0;
            tx_done_o <= 0;
            tx_word_count_r <= 0;
        end
        else begin
            case (tx_state_r)
                S_IDLE: begin
                    tx_o <= 1'b1;  
                    tx_done_o <= 1'b0;
                    tx_busy_o <= 1'b0;
                    tx_data_r <= {(WORD_LEN-1){1'b0}};
                    tx_data_idx_r <= 4'b0;
                    tx_stop_r <= 1'b0;
                    if (tx_start_i)
                        tx_word_count_r <= WORD_COUNT;
                    if (tx_word_count_r > 0) begin
                        tx_data_r <= tx_data_i >> WORD_LEN*(tx_word_count_r-1);
                        tx_state_r <= S_START;
                        tx_busy_o <= 1'b1;
                    end
                end
                S_START: begin
                    if (div_counter_r == 0) begin
                        tx_o <= 1'b0;  
                        tx_state_r <= S_DATA;
                    end
                end
                S_DATA: begin
                    if (div_counter_r == 0) begin
                        if (tx_data_idx_r < WORD_LEN-1) begin
                            tx_data_idx_r <= tx_data_idx_r + 1'b1;
                        end
                        else begin
                            tx_state_r <= (PARITY == "L") ? S_STOP : S_PARITY;
                        end
                        tx_o <= tx_data_r[tx_data_idx_r];
                    end
                end
                S_PARITY: begin
                    if (div_counter_r == 0) begin
                        tx_o <= (PARITY == "M") ? ^tx_data_r : ~^tx_data_r;
                        tx_state_r <= S_STOP;
                    end
                end
                S_STOP: begin
                    if (div_counter_r == 0) begin
                        tx_done_o <= 1'b1;
                        tx_stop_r <= 1'b1;
                        tx_o <= 1'b1;
                        tx_word_count_r <= tx_word_count_r - 1'b1;
                        tx_state_r <= ((STOP-1 - tx_stop_r) == 0) ? S_IDLE : S_STOP;
                    end
                end
                default:
                    tx_state_r <= S_IDLE;
            endcase
        end
    end
endmodule
==> run.sh <==
#!/bin/bash
# OpenROAD 26Q1-2900-gdf79404cd8, Yosys 0.63+post, stock flow scripts
make -C /OpenROAD-flow-scripts/flow DESIGN_CONFIG=/design/flow/config.mk WORK_HOME=/design/flow/orfs finish
==> config.mk <==
export PLATFORM = sky130hd
export DESIGN_NAME = uart_tx
export DESIGN_NICKNAME = uart_tx
export VERILOG_FILES = /design/flow/design.v
export SDC_FILE = /design/flow/constraint.sdc
export NUM_CORES = 4
export LEC_CHECK = 1
export CORE_AREA = 10 10 104 104
export DIE_AREA = 0 0 114 114
==> constraint.sdc <==
current_design uart_tx

set clk_period 2.3
set clk_io_pct 0.2

create_clock -name clk0 -period $clk_period [get_ports {clk_i}]

set non_clock_inputs [all_inputs -no_clocks]
set_input_delay [expr $clk_period * $clk_io_pct] -clock clk0 $non_clock_inputs
set_output_delay [expr $clk_period * $clk_io_pct] -clock clk0 [all_outputs]
==> flow_summary.yaml <==
# generated from flow reports
outcome:
  outcome: "complete, no violations"
synth:
  yosysWarnings: 1
  synth_top_area_share_pct: 28.80
  top_cell: "dfxtp_1"
  largest_area_cell: "dfxtp_1"
  edf_count: 10
  flop_cell: "dfxtp_1"
  adder_share_pct: 2.880
  async_flop_share_pct: 0
  topCombFamilyByArea: "simple AND/OR/NAND/NOR gates"
  syn_area_sq_um: 1738
  synthAoiAreaFrac_pct: 14.33
  synth.mux.area_fraction_pct: 4.896
  ys_cells: 179
  synth-xor-area-share_pct: 4.032
  ys_area_sq_um: 1738
  synth-seq-cells: 35
  ys_seq_share_pct: 46.08
  ys_sh_simple_pct: 23.76
  area_leaders: "dfxtp_1, edfxtp_1, a21oi_1"
  synth_cell_types: 50
  postSynthCellCount: 179
  synth.avg_cell_area_sq_um: 9.709
  top_cells_by_count: "dfxtp_1, a21oi_1, nor2_1"
clock_network:
  cts-buffers-inserted: 5
  clkLatencyLatePin_ps: 280
  cts_sinks: 35
  path_clk_slew_ps: 70
  cts_tree: "done"
  htree_levels: 2
  cts-resized-gates: 0
  cts_buffer_depth: 2
  cts-root-buf: "clkbuf_8"
  cts_setup_buffers: 0
  hold_buffers: 0
routing:
  vias: 1358
  wl_per_cell_um: 11.49
  drt_first_pass_iters: 4
  routed_via_density: 4.438
  ant_nets: 0
  drc: 0
  drt_wl_total_um: 3516
  drt_iter0_markers: 77
  n_antenna_cell: 0
worst_setup_path:
  worst_setup_path_end_kind: "flip-flop"
  cpMaxStageDelayCell: "or4b_4"
  cp.arrival_ps: 2010
  rrSetupSlack_ps: 320
  crit_required_ps: 2330
  cp_cell_sequence: "inv_1 -> ha_1 -> or4b_4 -> xor2_1 -> a21oi_1 -> buf_4 -> nor3b_1"
  worstSetupStartpointType: "flip-flop"
  r2r_cells: 7
  crit_fanout: 8
  critPathMaxStageDelay_ps: 520
  rr_startpoint: "tx_word_count_r[0]"
  r2r_end: "tx_data_r[7]"
  path_class: "flip-flop to flip-flop"
floorplanning:
  core_sq_um: 8678
  die_w_um: 114
  ios: 14
  num_rows: 34
  fp_util_pct: 20.03
  die_h_um: 114
  dieArea_sq_um: 13000
timing:
  setup_tns_ps: 0
  finalCritPeriodShare_pct: 86.19
  finClkSkew_ps: 9.053
  worst_pin_slew_ps: 651.3
  timing.fmax_ghz: 0.5044
  fin_crit_ps: 1982
  grt_setup_unrepaired: "no"
  layout_setup_ws_ps: 317.6
  setup_viol: 0
  slew_viol_final: 0
  relSlewSlack_pct: 55.34
  hold_viol: 0
  holdWs_ps: 455.0
layout:
  fin_util_pct: 24.42
  area_growth_pct: 21.96
  final_layout_size_suffix_gt1_share_pct: 11.62
grt:
  grt.overflow.total: 0
  grt_pass1_vias: 1384
  grt_pass1_wl_um: 6141
  grt_start_max_net_pins: 16
  track_usage_pct: 5.543
  antenna_found_initial: 0
power_and_ir_drop:
  leakagePower_nw: 0.7611
  power_density_nw_per_um2: 641.8
  peakVddDrop_mv: 0.2646
placed_design:
  port_buffers: 13
  hpwl_um: 2597
  gp_congestion: 0.9195
  post-place-ws_ps: 231.2
hold_path:
  hold_class: "flip-flop to flip-flop"
  holdPathStages: 2
  worstHoldStart: "tx_done_o"
  holdPathEnd: "tx_done_o"
job:
  cap_violations: 0
  log.warning_count: 26
-- per-stage QoR --
step,cells,total power [mW],area [sq um]
after detailed placement,298,0.8468,2012
after CTS,306,1.381,2120
after global routing,306,1.423,2120
after global placement,298,0.8467,2012
final,306,1.360,2120
after floorplan,179,0.7895,1738
-- state kept, by name (all words and copies together) (netlist names) --
signal           count
div_counter_r        7
tx_busy_o            1
tx_data_idx_r        4
tx_data_r            8
tx_done_o            1
tx_o                 1
tx_state_r           4
tx_stop_r            1
tx_word_count_r      8
-- metal layers --
| metal | global-route usage, % | routed length [um] |
|---|---|---|
| met5 | 0 | 0 |
| met4 | 0.6683 | 23 |
| met3 | 1.595 | 180 |
| met2 | 9.567 | 1782 |
| met1 | 6.919 | 1529 |
-- worst max-delay path: cells and delay by family (launching register included) --
kind / cells / cell delay, ps
compound gates: 1 / 130
xor+xnor: 1 / 160
fa+ha+maj: 1 / 250
buf+inv: 2 / 260
flops: 1 / 360
simple gates: 2 / 570
-- where the power goes --
group | switching [mW] | leakage [nW] | internal [mW]
Sequential | 0.0192 | 0.302 | 0.657
Combinational | 0.0823 | 0.404 | 0.0730
Clock | 0.211 | 0.0556 | 0.317
-- worst max-delay path by stage --
stage | start | end | slack (ps) | cells after the start
finish | tx_word_count_r[0] | tx_data_r[7] | 320 | 7
global route | tx_word_count_r[0] | tx_data_r[5] | 180 | 7
CTS | tx_word_count_r[0] | tx_word_count_r[6] | 330 | 5
-- final cells by class --
| class | count | area [sq um] |
|---|---|---|
| Fill cell | 933 | 6559 |
| Multi-Input combinational cell | 127 | 867.1 |
| Sequential cell | 35 | 800.8 |
| Timing Repair Buffer | 19 | 175.2 |
| Tap cell | 108 | 135.1 |
| Clock buffer | 5 | 68.82 |
| Clock inverter | 3 | 38.79 |
| Inverter | 9 | 33.78 |
-- placed cells by master, fill, tap and decap left out, types with 2 or more instances in the layout --
master	count
a21oi_1	14
a31oi_1	4
and3_1	2
buf_4	6
clkbuf_8	5
clkdlybuf4s50_1	13
dfxtp_1	25
edfxtp_1	10
ha_1	4
inv_1	9
mux2i_1	4
mux4_2	2
nand2_1	11
nand3_1	7
nand4_1	4
nor2_1	14
nor3_1	5
nor3b_1	8
nor4_1	2
o211ai_1	2
o21ai_0	7
or4_1	4
xnor2_1	4
xor2_1	4
-- cell families (layout without fill, tap and decap cells) --
family / count (synthesis) / count (layout)
adder cells (fa/ha/maj): 4 / 4
AND/OR/NAND/NOR: 70 / 70
flip-flops: 35 / 35
AND-OR/OR-AND: 39 / 39
buffers and inverters: 17 / 36
XOR/XNOR: 8 / 8
multiplexers: 6 / 6
Power is estimated from default activity; no workload was simulated.
