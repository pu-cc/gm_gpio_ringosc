==> /design/flow/run.sh <==
#!/bin/bash
# OpenROAD 26Q1-2900-gdf79404cd8, Yosys 0.63+post, stock flow scripts
make -C /OpenROAD-flow-scripts/flow DESIGN_CONFIG=/design/flow/config.mk WORK_HOME=/design/flow/orfs finish
==> /design/flow/config.mk <==
export PLATFORM = sky130hd
export DESIGN_NAME = bmp280
export DESIGN_NICKNAME = bmp280
export VERILOG_FILES = /design/flow/design.v
export SDC_FILE = /design/flow/constraint.sdc
export NUM_CORES = 4
export LEC_CHECK = 1
export CORE_UTILIZATION = 30
==> /design/flow/constraint.sdc <==
current_design bmp280

set clk_period 4.9
set clk_io_pct 0.2

create_clock -name clk0 -period $clk_period [get_ports {clk}]

set non_clock_inputs [all_inputs -no_clocks]
set_input_delay [expr $clk_period * $clk_io_pct] -clock clk0 $non_clock_inputs
set_output_delay [expr $clk_period * $clk_io_pct] -clock clk0 [all_outputs]
==> /design/flow/design.v <==
`timescale 1ns / 1ps
module bmp280 #(
    parameter [2:0] osrs_p = 3'b000,  
    parameter [2:0] osrs_t = 3'b010,  
    parameter [1:0] mode = 2'b11  
)(
    input         clk,
    input         rstn,
    input         start,
    output reg    data_valid,
    output [19:0] temperature,
    output [19:0] pressure,
    input            i2c_strobe,
    output reg       i2c_enable,   
    output reg [7:0] i2c_reg_addr,
    output reg [4:0] i2c_reg_len,
    input      [7:0] i2c_reg_rddata,
    output reg [7:0] i2c_reg_wrdata,
    output reg       i2c_reg_rdwr,  
    input            i2c_done,
    input            i2c_rd_done,
    input            i2c_ack
);
    localparam S_RESET           = 0;
    localparam S_INIT            = 1;
    localparam S_IDLE            = 2;
    localparam S_WRITE_CALIB_PTR = 3;  
    localparam S_READ_CALIB      = 4;
    localparam S_READ_CALIB_WAIT = 5;
    localparam S_WRITE_TEMP_PTR  = 6;
    localparam S_READ_TEMP       = 7;
    localparam S_READ_TEMP_WAIT  = 8;
    localparam S_DONE            = 9;
    reg [3:0] state = '0;
    reg [23:0] temp, press;
    reg [(26*8)-1:0] calib;
    assign temperature = temp[23:4];
    assign pressure = press[23:4];
    reg [23:0] test;
    always @(posedge clk or negedge rstn) begin
        if (!rstn) begin
            state          <= S_RESET;
            i2c_enable     <= 1'b0;
            data_valid     <= 1'b0;
            temp           <= 24'h0;
            press          <= 24'h0;
            i2c_reg_addr   <= 8'h00;
            i2c_reg_rdwr   <= 1'b0;
            i2c_reg_wrdata <= '0;
            i2c_reg_len    <= '0;
        end
        else if (i2c_strobe) begin
            case (state)
                S_RESET: begin
                    data_valid     <= 1'b0;
                    i2c_reg_rdwr   <= 1'b0;
                    i2c_reg_addr   <= 8'hF3;  
                    i2c_reg_wrdata <= 8'hB6;  
                    i2c_enable     <= 1'b1;
                    i2c_reg_len    <= 3;
                    state          <= S_INIT;
                end
                S_INIT: begin
                    data_valid <= 1'b0;
                    if (i2c_done) begin
                        i2c_reg_rdwr   <= 1'b0;
                        i2c_reg_addr   <= 8'hF4;  
                        i2c_reg_wrdata <= {osrs_t[2:0], osrs_p[2:0], mode[1:0]};
                        i2c_enable     <= 1'b1;
                        i2c_reg_len    <= 3;
                        state          <= S_WRITE_CALIB_PTR;
                    end
                end
                S_IDLE: begin
                    data_valid <= 1'b0;
                    i2c_enable <= 1'b0;
                    if (start) begin
                        state  <= S_WRITE_TEMP_PTR;
                    end
                end
                S_WRITE_CALIB_PTR: begin
                    data_valid <= 1'b0;
                    if (i2c_done) begin
                        i2c_reg_rdwr <= 1'b0;
                        i2c_reg_addr <= 8'h88;
                        i2c_enable   <= 1'b1;
                        i2c_reg_len  <= 2;
                        state        <= S_READ_CALIB;
                    end
                end
                S_READ_CALIB: begin
                    i2c_enable <= 1'b0;
                    if (i2c_done) begin
                        i2c_reg_rdwr <= 1'b1;
                        i2c_enable   <= 1'b1;
                        i2c_reg_len  <= 1+26;
                        state        <= S_READ_CALIB_WAIT;
                    end
                end
                S_READ_CALIB_WAIT: begin
                    i2c_enable <= 1'b0;
                    if (i2c_rd_done) begin
                        calib <= {calib[(25*8)-1:0], i2c_reg_rddata};
                    end
                    if (i2c_done) begin
                        state  <= S_DONE;
                    end
                end
                S_WRITE_TEMP_PTR: begin
                    data_valid <= 1'b0;
                    if (i2c_done || start) begin
                        i2c_reg_rdwr <= 1'b0;
                        i2c_reg_addr <= 8'hFA;
                        i2c_enable   <= 1'b1;
                        i2c_reg_len  <= 2;
                        state        <= S_READ_TEMP;
                    end
                end
                S_READ_TEMP: begin
                    i2c_enable <= 1'b0;
                    if (i2c_done) begin
                        i2c_reg_rdwr <= 1'b1;  
                        i2c_enable   <= 1'b1;
                        i2c_reg_len  <= 4;
                        state        <= S_READ_TEMP_WAIT;
                    end
                end
                S_READ_TEMP_WAIT: begin
                    i2c_enable <= 1'b0;
                    if (i2c_rd_done) begin
                        temp <= {temp[15:0], i2c_reg_rddata};
                    end
                    if (i2c_done) begin
                        state <= S_DONE;
                    end
                end
                S_DONE: begin
                    data_valid  <= 1'b1;
                    if (!start)
                        state <= S_IDLE;
                end
                default: state <= S_IDLE;
            endcase
        end
    end
endmodule
==> flow_metrics.tcl <==
# implementation run metrics
set metrics [dict create \
    status "finished, final reports clean" \
    synthTopLogicFamily "buffers and inverters" \
    rr_startpoint "state[3]" \
    gp_congestion 0.820 \
    dr.pass1.iters 4 \
    dp.cells 333 \
    fin_crit_sh 0.570 \
    cts_hold_buffers 0 \
    whs_path_depth 1 \
    cts_buffers 5 \
    num_rows 32 \
    slew-limit-headroom 0.553 \
    tightest_slew_ps 666 \
    setup_viol 0 \
    cts.sinks 44 \
    grt_pass1_vias 1345 \
    core_mm2 0.00777 \
    hold_start "i2c_reg_addr[7]" \
    finalCriticalPeriod_ps 2790 \
    startpoint_type "primary input" \
    worstRegToRegCells 4 \
    final.setup_skew_ps 3.59 \
    synthXorXnorAreaFrac 0 \
    worstSetupPathType "primary input to register" \
    yosysWarnings 1 \
    top_cell_area_share 0.455 \
    max_freq_ghz 0.358 \
    clock_path_buffers 2 \
    drc 0 \
    dp_hpwl_mm 2.83 \
    rsz0062_at_grt "false" \
    routedWlPerCell_um 12.0 \
    fp-utilization 0.312 \
    cellPowerDensity_mw_per_mm2 478 \
    holdPathEnd "i2c_reg_addr[7]" \
    fin_cells 340 \
    clk_latency_ps 280 \
    cp-end-kind "register" \
    clk_pin_slew_ps 70 \
    syn_area_mm2 0.00242 \
    synth_stat.cells 212 \
    syn2layout_area_growth_pct 17.5 \
    timing.reg2reg.setup_slack_ps 2710 \
    synth_cell_types 43 \
    drt_wl_total_mm 4.07 \
    layout_top_cells "clkdlybuf4s50_1 (55), dfrtp_1 (44), conb_1 (21)" \
    dr.first_iter.drc_count 102 \
    ant_nets 0 \
    synth-edff-count 0 \
    root_buffer "clkbuf_8" \
    p_leak_nw 1.35 \
    ys_seq_share 0.455 \
    via_count 1487 \
    post_cts_resized 0 \
    synth_chip_area_mm2 0.00242 \
    worst_hold_path_type "register to register" \
    vias_per_cell 4.37 \
    largest_area_cell "dfrtp_1" \
    crit_slowest_cell "clkdlybuf4s50_1" \
    reg2reg_to "temp[2]" \
    synthFlopType "dfrtp_1" \
    avgSynthCellArea_um2 11.4 \
    cap_viol_max_count 0 \
    area_leaders "dfrtp_1 (46%), buf_4 (15%), mux2_4 (12%)" \
    slowest_delay_ps 620 \
    hold_violations 0 \
    die-height_um 91.8 \
    grt-ovfl-total 0 \
    timing.setup.tns_ps 0 \
    port_buffers 56 \
    io_pins 79 \
    cts_tree "yes" \
    postCtsSetupRepairBufs 0 \
    ys_sh_mux 0.175 \
    ys_sh_adder 0 \
    grt_usage 0.101 \
    cp.required_ps 5080 \
    async_reset_ff_frac 1.00 \
    dp_slack_ps 1800 \
    lay_top_count "clkdlybuf4s50_1" \
    grt_pass1_wl_mm 6.76 \
    h-tree-depth 2 \
    synthSimpleGateAreaFrac 0.0946 \
    layout_setup_ws_ps 2110 \
    placed_cell_area_mm2 0.00277 \
    die_area_mm2 0.00843 \
    diodes 0 \
    final_max_slew_viol_count 0 \
    ys_sh_aoi 0.0884 \
    arrival_ps 2970 \
    antenna_found_initial 0 \
    grt_start_max_net_pins 45 \
    worstPathMaxFanout 12 \
    ys_ff 44 \
    crit_chain "clkdlybuf4s50_1, o311a_1, o21ai_1, mux2_2" \
    ir_worst_vdd_v 0.000147 \
    design_area_mm2 0.00284 \
    fp.dieW_um 91.8 \
    drive_gt1_frac 0.172 \
    synthCells 212 \
    warnings 26 \
]
[critical path: cells and delay by family]
| kind | cells | cell delay (ps) |
|---|---|---|
| buffers and inverters | 1 | 620 |
| multiplexers | 1 | 400 |
| AND-OR/OR-AND | 2 | 960 |
[layer usage]
metal  track usage  vias up  wire [um]
li1              -      709          -
met1         0.161      703       1910
met2         0.151       70       1800
met3        0.0169        5        300
met4        0.0169        0         58
met5             0        -          0
[metrics by stage]
stage / utilization / hold slack (ps) / total power [W]
floorplan: - / 408 / 0.000969
global placement: 0.356 / 449 / 0.00115
detailed placement: 0.356 / 455 / 0.00116
CTS: 0.366 / 475 / 0.00138
global route: 0.366 / 488 / 0.00147
finish: 0.366 / 472 / 0.00136
[final cells by class]
class	instances	area, um^2
Clock buffer	6	72.6
Tap cell	102	128
Fill cell	758	4920
Inverter	8	30.0
Clock inverter	1	5.00
Sequential cell	44	1100
Multi-Input combinational cell	122	945
Timing Repair Buffer	57	563
[cell families after synthesis]
| kind of cell | count (synthesis) |
|---|---|
| buffers and inverters | 66 |
| and+or+nand+nor | 38 |
| muxes | 31 |
| AOI/OAI and AO/OA | 32 |
| DFF | 44 |
| other | 1 |
[worst max path at each step]
stage                endpoint  cells after the start  slack, ps      from
CTS           i2c_reg_addr[2]                      4       2120  i2c_done
global route  i2c_reg_addr[2]                      4       2030  i2c_done
finish        i2c_reg_addr[6]                      4       2110  i2c_done
[state kept, by name (all words and copies together), names as in the netlist]
register	flops
i2c_reg_len	4
data_valid	1
i2c_reg_wrdata	3
i2c_reg_addr	6
temp	24
state	4
i2c_enable	1
i2c_reg_rdwr	1
[cell usage after synthesis (2+ instances only)]
cell type  instances
o21ai_1            3
mux2_4            20
dfrtp_1           44
nand2b_1           3
a21boi_0           2
clkbuf_1           2
buf_6              2
inv_1              8
o211ai_1           2
nor3_1             3
mux2_2            10
o21ai_0            6
a21oi_1            5
nor4_1             2
nand3_1            3
a21o_1             3
nand2_1            7
or3_1              2
o21a_1             2
nor2_1             7
buf_2              4
buf_4             48
nor2b_1            3
nand3b_1           2
[where the power goes]
| part | total, W | switching [W] | internal, W |
|---|---|---|---|
| logic | 0.000540 | 0.000171 | 0.000369 |
| clock network | 0.000207 | 0.000111 | 0.0000969 |
| registers | 0.000611 | 0.000132 | 0.000478 |
Power is estimated from default activity; no workload was simulated.
