==> /design/flow/design.v <==
`timescale 1ns / 1ps
module i2c_ctrl (
    input  wire        clk,
    input  wire        i2c_strobe,
    input  wire        arst_n,
    input  wire        i2c_enable,
    input  wire  [6:0] i2c_addr,
    input  wire        reg_rdwr,
    input  wire  [7:0] reg_addr,
    input  wire  [4:0] reg_len,
    input  wire  [7:0] reg_wrdata,
    output wire  [7:0] reg_rddata,
    output reg         reg_done,
    output reg         i2c_rd_done,
    output reg         i2c_ack,
    output wire        scl_oe,
    output reg         scl_do,
    input  wire        scl_di,
    output wire        sda_oe,
    output reg         sda_do,
    input  wire        sda_di
);
    localparam
        S_IDLE = 4'b0000,
        S_STRT = 4'b0001,
        S_HOLD = 4'b0010,
        S_DAT1 = 4'b0100,
        S_DAT2 = 4'b0101,
        S_DAT3 = 4'b0110,
        S_DAT4 = 4'b0111,
        S_ACK1 = 4'b1000,
        S_ACK2 = 4'b1001,
        S_ACK3 = 4'b1010,
        S_ACK4 = 4'b1011,
        S_STOP = 4'b0011;
    reg [3:0] next_state, state = 0;
    reg [3:0] bit_cnt;
    reg [4:0] byte_cnt;
    reg  [7:0] id;
    reg [15:0] addr;
    reg  [7:0] data;
    reg rdwr;
    assign scl_oe = 1'b1;
    assign sda_oe = ((rdwr && byte_cnt >= 1) && (state[2] == 1'b1)) || (!rdwr && (state[3] == 1'b1)) ? 1'b0 : 1'b1;
    reg [23:0] tx_data;
    reg  [7:0] rx_data;
    assign reg_rddata = rx_data;
    always @(posedge clk or negedge arst_n) begin
        if (arst_n == 1'b0) begin
            state <= S_IDLE;
            reg_done <= 1'b0;
            bit_cnt <= 4'd0;
            byte_cnt <= 3'd0;
            scl_do = 1'b1;
            sda_do = 1'b1;
            i2c_ack <= 1'b0;
            i2c_rd_done <= 0;
        end
        else if (i2c_strobe) begin
            case (state)
                S_IDLE: begin
                    scl_do = 1'b1;
                    sda_do = 1'b1;
                    reg_done <= 1'b0;
                    if (i2c_enable) begin
                        byte_cnt <= '0;
                        state <= S_STRT;
                        i2c_ack <= 1'b0;
                        rdwr <= reg_rdwr;
                    end
                end
                S_STRT: begin
                    tx_data <= {i2c_addr, reg_rdwr, reg_addr, reg_wrdata};
                    scl_do <= 1'b1;
                    sda_do <= 1'b0;
                    state <= S_HOLD;
                end
                S_HOLD: begin
                    scl_do <= 1'b0;
                    sda_do <= 1'b0;
                    bit_cnt <= '0;
                    state <= S_DAT1;
                end
                S_DAT1: begin
                    i2c_rd_done <= 0;
                    scl_do <= 1'b0;
                    sda_do <= tx_data[23];
                    if (rdwr && byte_cnt >= 1)
                        rx_data <= {rx_data[6:0], sda_di};
                    else
                        tx_data <= {tx_data[22:0], tx_data[23]};
                    state <= S_DAT2;
                end
                S_DAT2: begin
                    scl_do <= 1'b1;
                    state <= S_DAT3;
                end
                S_DAT3: begin
                    state <= S_DAT4;
                end
                S_DAT4: begin
                    scl_do <= 1'b0;
                    if (bit_cnt < 7) begin
                        bit_cnt <= bit_cnt + 1'b1;
                        state <= S_DAT1;
                    end
                    else begin
                        byte_cnt <= byte_cnt + 1'b1;
                        state <= S_ACK1;
                        if (rdwr) begin
                            sda_do <= (byte_cnt == reg_len-1);  
                        end
                    end
                end
                S_ACK1: begin
                    scl_do <= 1'b0;
                    state <= S_ACK2;
                end
                S_ACK2: begin
                    scl_do <= 1'b1;
                    state <= S_ACK3;
                end
                S_ACK3: begin
                    i2c_ack <= sda_di;
                    state <= S_ACK4;
                end
                S_ACK4: begin
                    scl_do <= 1'b0;
                    if (rdwr && (byte_cnt > 1))
                        i2c_rd_done <= 1'b1;
                    if (byte_cnt < (reg_len)) begin
                        bit_cnt <= '0;
                        state <= S_DAT1;
                    end
                    else begin
                        state <= S_STOP;
                    end
                end
                S_STOP: begin
                    i2c_rd_done <= 0;
                    scl_do <= 1'b1;
                    reg_done <= 1'b1;
                    state <= S_IDLE;
                end
            endcase
        end
   end
endmodule
==> /design/flow/run.sh <==
#!/bin/bash
# OpenROAD 26Q1-2900-gdf79404cd8, Yosys 0.63+post, stock flow scripts
make -C /OpenROAD-flow-scripts/flow DESIGN_CONFIG=/design/flow/config.mk WORK_HOME=/design/flow/orfs finish
==> /design/flow/config.mk <==
export PLATFORM = sky130hd
export DESIGN_NAME = i2c_ctrl
export DESIGN_NICKNAME = i2c_ctrl
export VERILOG_FILES = /design/flow/design.v
export SDC_FILE = /design/flow/constraint.sdc
export NUM_CORES = 4
export LEC_CHECK = 1
export CORE_UTILIZATION = 30
==> /design/flow/constraint.sdc <==
current_design i2c_ctrl

set clk_period 6.7
set clk_io_pct 0.2

create_clock -name clk0 -period $clk_period [get_ports {clk}]

set non_clock_inputs [all_inputs -no_clocks]
set_input_delay [expr $clk_period * $clk_io_pct] -clock clk0 $non_clock_inputs
set_output_delay [expr $clk_period * $clk_io_pct] -clock clk0 [all_outputs]
==> metrics.yaml <==
status: "complete, no violations"
viasPerCell: 4.94
final_cells: 395
cp_cell_sequence: "or3_1, o41ai_2, inv_1, a21oi_1, clkdlybuf4s50_1"
period_used_pct: 55.5
ys.flops: 51
worstSetupEndpoint: "sda_oe"
synth_area_mm2: 0.00277
grt_overflow_total: 0
power_frac_comb_pct: 30.3
die_height_um: 98.0
ys_cells: 242
final-setup-viol-count: 0
crit_path_max_incr_delay_ps: 510
avgSynthCellArea_um2: 11.4
numPortBuffers: 47
chipArea_mm2: 0.00961
worst-setup-path-type: "flip-flop to output port"
numCtsBuffers: 5
drc: 0
wirelength_um: 5530
worst_slack_ps: 2980
max_slew_margin_pct: 51.3
drt_iter0_drc: 64
dp_cells: 387
cts_tree: "done"
io-pin-count: 50
layout-drive-gt1-share_pct: 15.7
dp_hpwl_um: 3770
vdd_ir_drop_max_mv: 0.111
top_cell_area_share_pct: 35.8
topCellsByArea: "edfxtp_1 (36%), dfrtp_1 (14%), mux2_2 (9.8%), ha_1 (4.1%), a21oi_1 (3.3%)"
ff_type: "edfxtp_1"
rsz0062_at_grt: "false"
wire_per_inst_um: 14.0
finalHoldViolCount: 0
r2r_cells: 4
grtUsageMet2_pct: 18.4
grt_use_met3_pct: 2.54
cts_setup_buffers: 0
seqPwrFrac_pct: 49.4
finalClockSkew_ps: 10.9
clock_latency_ps: 310
arrival_ps: 2380
num_rows: 34
track_usage_pct: 12.3
met1_usage_pct: 20.1
initCoreUtil_pct: 31.4
antenna_found_initial: 0
r2r_slack_ps: 4330
fp.coreArea_mm2: 0.00881
max_freq_mhz: 269
top_area_cell: "edfxtp_1"
root_buffer: "clkbuf_8"
p_int_w: 0.000629
hp-class: "flip-flop to flip-flop"
postSynthSeqShare_pct: 52.2
cp-startpoint: "byte_cnt[2]"
power.density_mw_per_mm2: 279
synth-edff-count: 33
cp.required_ps: 5360
worstPathMaxFanout: 10
holdBufCountCts: 0
timing.rr.end: "rx_data[6]"
power.leakage_nw: 1.29
ys_chip_area_mm2: 0.00277
switching_share_pct: 34.0
fin_setup_tns_ps: 0
pwr-share-clk_pct: 20.2
timing_max_transition_violations_final: 0
dr.pass1.iters: 17
yosysWarnings: 1
clock_path_buffers: 2
maxCapViolations: 0
h-tree-depth: 2
ant_nets: 0
p_sw_w: 0.000325
syn_to_final_growth_pct: 23.7
critPathSlowestCell: "dfrtp_1"
antenna_cells: 0
grt_max_degree: 26
synthArstFlopShare_pct: 35.3
grt_pass1_vias: 1873
reg2reg_from: "state[0]"
tightest_slew_ps: 727
endpoint_kind: "output port"
place.gp.congestion: 0.856
ys_types: 54
clock-sinks: 51
grt_most_used_layer: "met1"
period_minus_slack_ps: 3720
grt_pass1_wl_um: 9290
dp_slack_ps: 3160
warnings: 27
synthCells: 242
clk_pin_slew_ps: 100
vias: 1953
worstSetupStartpointType: "flip-flop"
dieWidth_um: 98.0
ctsResizeCount: 0
fill_cells: 873
-- power by group through the flow --
stage / Sequential, W / Combinational [W] / Clock (W)
after CTS: 0.000470 / 0.000292 / 0.000204
after global routing: 0.000483 / 0.000325 / 0.000213
final: 0.000472 / 0.000289 / 0.000193
-- worst min-delay path by stage --
stage / start / to / cells past startpoint
CTS: rx_data[0] / rx_data[1] / 0
global route: rx_data[0] / rx_data[1] / 0
finish: rx_data[1] / rx_data[2] / 0
-- worst max-delay path: cells and delay by family (launching register included) --
family                 cells  cell delay [ps]
AND-OR/OR-AND              2              540
AND/OR/NAND/NOR            1              440
flip-flops                 1              510
buffers and inverters      2              580
-- layout make-up --
class	count	area, µm²	area share (%)
inverter	12	45.0	1.32
clock buffer	5	68.8	2.01
clock inverter	3	26.3	0.768
multi-input combinational	166	1210	35.3
sequential	51	1440	42.2
timing repair buffer	50	493	14.4
tap	108	135	3.95
-- state kept, by name, indices dropped and copies added, names as in the netlist --
signal and count:
rdwr 1, i2c_rd_done 1, byte_cnt 5, tx_data 24
reg_done 1, rx_data 8, sda_do 1, bit_cnt 4
i2c_ack 1, scl_do 1, state 4
-- Yosys cell counts (all sizes together), types with 3 or more instances --
library cell	count
edfxtp	33
mux2	25
a21oi	18
dfrtp	16
nand2	16
o21ai	14
nor2	13
inv	12
buf	10
ha	9
nand3	7
a21o	5
a31oi	5
nand2b	5
nor2b	5
or2	4
xnor2	4
a22o	3
clkbuf	3
mux2i	3
-- stage by stage --
| step | hold slack, ps | power [W] | utilization, % | area, µm² |
|---|---|---|---|---|
| floorplan | 400 | 0.000682 | - | 2770 |
| global placement | 436 | 0.000762 | 37.8 | 3330 |
| detailed placement | 437 | 0.000767 | 37.8 | 3330 |
| CTS | 467 | 0.000966 | 38.8 | 3420 |
| global route | 492 | 0.00102 | 38.8 | 3420 |
| finish | 462 | 0.000954 | 38.8 | 3420 |
-- cells by family after synthesis --
group | Yosys count | synth area share (%)
AND-OR/OR-AND | 58 | 13.2
XOR/XNOR | 4 | 1.27
adder cells (fa/ha/maj) | 9 | 4.07
buffers and inverters | 25 | 4.34
flip-flops | 51 | 52.2
multiplexers | 28 | 11.3
other | 1 | 0.136
AND/OR/NAND/NOR | 66 | 13.5
-- per-layer routing --
layer	vias up	share of wire, %
met5	-	0
met4	0	0.69
met2	44	47
met3	4	4.9
li1	979	-
met1	926	48
-- placed cells by master, fill, tap and decap left out, types with 7 or more instances in the layout --
| master | instances |
|---|---|
| a21oi_1 | 18 |
| clkdlybuf4s50_1 | 47 |
| dfrtp_1 | 16 |
| edfxtp_1 | 33 |
| ha_1 | 9 |
| inv_1 | 12 |
| mux2_2 | 24 |
| nand2_1 | 16 |
| nand3_1 | 7 |
| nor2_1 | 12 |
| o21ai_0 | 12 |
Power and IR drop assume default switching activity.
